### design/flow/config.mk
export PLATFORM = sky130hd
export DESIGN_NAME = regs
export DESIGN_NICKNAME = regs
export VERILOG_FILES = /design/flow/design.v
export SDC_FILE = /design/flow/constraint.sdc
export NUM_CORES = 4
export LEC_CHECK = 1
export CORE_UTILIZATION = 40
### design/flow/constraint.sdc
current_design regs

set clk_period 8.8
set clk_io_pct 0.2

create_clock -name clk0 -period $clk_period [get_ports {clk}]

set non_clock_inputs [all_inputs -no_clocks]
set_input_delay [expr $clk_period * $clk_io_pct] -clock clk0 $non_clock_inputs
set_output_delay [expr $clk_period * $clk_io_pct] -clock clk0 [all_outputs]
### design/flow/design.v
module regs(
    input wire clk,
    input wire rest,
    input wire[4:0] id2regs_rs1_addr_i,
    input wire[4:0] id2regs_rs2_addr_i,
    output reg[31:0] regs2id_rs1_data_o,
    output reg[31:0] regs2id_rs2_data_o,
    input wire[4:0] ex2regs_rd_addr_i,
    input wire[31:0] ex2regs_rd_data_i,
    input wire ex2regs_wb_en_i,
    input wire mem2regs_wb_en_i,
    input wire[4:0] mem2regs_rd_i,
    input wire[31:0] mem2regs_rd_data_i
);
    reg[31:0] x_regs[0:31];
    integer i;
    always @(*) begin
        if (rest == 1'b0) begin
            regs2id_rs1_data_o = 32'b0;
        end else if (id2regs_rs1_addr_i == ex2regs_rd_addr_i) begin  
            regs2id_rs1_data_o = ex2regs_rd_data_i;
        end else if (id2regs_rs1_addr_i == mem2regs_rd_i) begin
            regs2id_rs1_data_o = mem2regs_rd_data_i;
        end else begin
            regs2id_rs1_data_o = x_regs[id2regs_rs1_addr_i];
        end
    end
    always @(*) begin
        if (rest == 1'b0) begin
            regs2id_rs2_data_o = 32'b0;
        end else if (id2regs_rs2_addr_i == ex2regs_rd_addr_i) begin  
            regs2id_rs2_data_o = ex2regs_rd_data_i;
        end else if (id2regs_rs2_addr_i == mem2regs_rd_i) begin
            regs2id_rs2_data_o = mem2regs_rd_data_i;
        end else begin
            regs2id_rs2_data_o = x_regs[id2regs_rs2_addr_i];
        end
    end
    always @(posedge clk) begin
        if (rest == 1'b0) begin
            for (i = 0;i < 6'd32; i = i + 1) begin
                x_regs[i] <= 32'b0;
            end
        end else begin
            if (ex2regs_wb_en_i == 1'b1) begin
                x_regs[ex2regs_rd_addr_i] <= ex2regs_rd_data_i;
            end
            if (mem2regs_wb_en_i == 1'b1) begin
                x_regs[mem2regs_rd_i] <= mem2regs_rd_data_i;
            end
        end
        x_regs[5'b0] <= 32'b0;
    end
endmodule
### design/flow/run.sh
#!/bin/bash
# OpenROAD 26Q1-2900-gdf79404cd8, Yosys 0.63+post, stock flow scripts
make -C /OpenROAD-flow-scripts/flow DESIGN_CONFIG=/design/flow/config.mk WORK_HOME=/design/flow/orfs finish
==> impl_results.html <==
<h3>Flow metrics</h3>
<table>
<tr><th>Metric</th><th>Value</th></tr>
<tr><th colspan="2">Global route</th></tr>
<tr><td>Overflow after GRT</td><td>0</td></tr>
<tr><td>Antenna violations before repair</td><td>18</td></tr>
<tr><td>Via count of the first global-routing pass</td><td>~47000</td></tr>
<tr><td>Maximum number of pins on one net before global-route repair</td><td>70</td></tr>
<tr><td>Aggregate global-route resource usage</td><td>39.7%</td></tr>
<tr><td>Global-route wire length before repair</td><td>approximately 370 mm</td></tr>
<tr><th colspan="2">Layout</th></tr>
<tr><td>Final Instance Area</td><td>~0.066 mm2</td></tr>
<tr><td>Leading registers by flop count</td><td>x_regs x1024</td></tr>
<tr><td>Share of layout cells above drive strength 1</td><td>26.0%</td></tr>
<tr><td>Area of all sequential standard cells</td><td>around 0.030 mm2</td></tr>
<tr><td>Register containing the most flip-flops in the final layout</td><td>x_regs</td></tr>
<tr><td>Flip-flop count of the largest register after layout</td><td>slightly above 1000</td></tr>
<tr><td>FILL cells</td><td>~12000</td></tr>
<tr><td>Combinational Area</td><td>about 0.026 mm2</td></tr>
<tr><td>Utilization after layout</td><td>between 40% and 50%</td></tr>
<tr><td>Layout area overhead</td><td>12.7%</td></tr>
<tr><th colspan="2">Clock tree</th></tr>
<tr><td>TritonCTS clock tree</td><td>done</td></tr>
<tr><td>Number of sinks driven by the clock tree</td><td>between 1000 and 1500</td></tr>
<tr><td>Number of CTS-inserted buffers</td><td>approximately 110</td></tr>
<tr><td>Number of H-tree branching levels</td><td>3</td></tr>
<tr><td>Clock transition at the registers of the reported paths</td><td>about 0.060 ns</td></tr>
<tr><td>Clock root cell</td><td>clkbuf_16</td></tr>
<tr><td># resized after CTS</td><td>0</td></tr>
<tr><td>CTS Hold Buffers Added</td><td>0</td></tr>
<tr><td>Post-CTS Setup Inserts</td><td>0</td></tr>
<tr><td>Maximum buffer depth of the clock tree</td><td>3</td></tr>
<tr><th colspan="2">Timing</th></tr>
<tr><td>Final hold violation count</td><td>0</td></tr>
<tr><td>RSZ-0062 raised after global routing</td><td>no</td></tr>
<tr><td>Worst setup slack after layout</td><td>between 1 and 1.5 ns</td></tr>
<tr><td>Setup_tns</td><td>0 ns</td></tr>
<tr><td>Post-route clock period utilization</td><td>between 80% and 90%</td></tr>
<tr><td>Final tally of setup violations</td><td>0</td></tr>
<tr><td>Final slew viol count</td><td>0</td></tr>
<tr><td>Time the final worst path needs with I/O delays and setup</td><td>between 7 and 8 ns</td></tr>
<tr><td>Slew @ Worst Pin</td><td>a little over 1 ns</td></tr>
<tr><td>Worst rel slew slack</td><td>around 32%</td></tr>
<tr><td>Maximum operating frequency</td><td>between 0.1 and 0.15 GHz</td></tr>
<tr><th colspan="2">Min path</th></tr>
<tr><td>Number of stages on the worst hold path</td><td>3</td></tr>
<tr><td>Min-delay worst type</td><td>input pin to register</td></tr>
<tr><td>Min-Delay Startpoint</td><td>ex2regs_rd_data_i[24]</td></tr>
<tr><td>Endpoint with the worst hold slack</td><td>x_regs[27][24]</td></tr>
<tr><th colspan="2">Logic synthesis</th></tr>
<tr><td>Cell type contributing the most total cell area after synthesis</td><td>edfxtp_1</td></tr>
<tr><td>Yosys synthesis chip area</td><td>0.0589 mm2</td></tr>
<tr><td>Cells taking the most area after synthesis</td><td>edfxtp_1 (51%), mux4_2 (17%), a22o_1 (15%)</td></tr>
<tr><td>Post-synthesis sequential area ratio</td><td>about half</td></tr>
<tr><td>Synth Instances</td><td>4068</td></tr>
<tr><td>Yosys warns</td><td>1</td></tr>
<tr><td>Synthesized flop and latch total</td><td>roughly 1000</td></tr>
<tr><td>Most common reg cell</td><td>edfxtp_1</td></tr>
<tr><td>Synthesized area per cell</td><td>approximately 14 um2</td></tr>
<tr><td>Count of flip-flops with a built-in enable after synthesis</td><td>between 900 and 1000</td></tr>
<tr><td>Area leader share</td><td>~51%</td></tr>
<tr><td>Post-Syn Area</td><td>slightly below 0.06 mm2</td></tr>
<tr><td>Unique masters post-synth</td><td>~56</td></tr>
<tr><td>Synth async-reset ratio</td><td>0%</td></tr>
<tr><td>Cells in synth_stat.txt</td><td>4068</td></tr>
<tr><th colspan="2">Setup path</th></tr>
<tr><td>Crit path DRT</td><td>a little over 7 ns</td></tr>
<tr><td>Worst Setup End Kind</td><td>output port</td></tr>
<tr><td>CP Launch Type</td><td>input pin</td></tr>
<tr><td>Data arrival, critical path</td><td>approximately 6 ns</td></tr>
<tr><td>CP max FO</td><td>19</td></tr>
<tr><td>Critical path class</td><td>input pin to output port</td></tr>
<tr><th colspan="2">Detailed routing</th></tr>
<tr><td>Antenna viol nets, final</td><td>0</td></tr>
<tr><td>Average wire length per cell after detail routing</td><td>45.5 um</td></tr>
<tr><td>TritonRoute pass-1 iters</td><td>6</td></tr>
<tr><td>Initial DRC count</td><td>a little over 4000</td></tr>
<tr><td>Remaining design rule violation count</td><td>0</td></tr>
<tr><td>Total number of vias</td><td>44600</td></tr>
<tr><td>Vias per cell</td><td>7.44</td></tr>
<tr><td>Wire length after detailed routing</td><td>between 200 and 300 mm</td></tr>
<tr><th colspan="2">Place</th></tr>
<tr><td>Routability congestion estimate from global placement</td><td>approximately 1.0</td></tr>
<tr><td>Number of buffers added on ports</td><td>roughly 150</td></tr>
<tr><td>Worst slack at placement</td><td>between 1 and 1.5 ns</td></tr>
<tr><td>Detailed-placement wirelength estimate</td><td>163 mm</td></tr>
<tr><td>Cell area after placement</td><td>between 0.06 and 0.07 mm2</td></tr>
<tr><th colspan="2">Floorplan</th></tr>
<tr><td>Total die size</td><td>0.149 mm2</td></tr>
<tr><td>I/O pin count</td><td>152</td></tr>
<tr><td>Number of rows created at floorplan</td><td>140</td></tr>
<tr><td>Core area</td><td>about 0.15 mm2</td></tr>
<tr><td>Die extent in x</td><td>slightly below 400 um</td></tr>
<tr><td>Die height</td><td>a little under 400 um</td></tr>
<tr><td>Initial standard-cell utilization of the core</td><td>between 40% and 50%</td></tr>
<tr><th colspan="2">Job</th></tr>
<tr><td>Max-capacitance violation count</td><td>0</td></tr>
<tr><td>Number of warnings the tools reported</td><td>26</td></tr>
<tr><th colspan="2">Power and ir drop</th></tr>
<tr><td>Power after layout</td><td>about 12 mW</td></tr>
<tr><td>Leakage power summed over all cells</td><td>roughly 22 nW</td></tr>
<tr><td>Power Dens Cells</td><td>~190 mW/mm2</td></tr>
<tr><td>Maximum resistive drop on vdd</td><td>~0.16 mV</td></tr>
<tr><th colspan="2">Run status</th></tr>
<tr><td>Run status</td><td>complete, no violations</td></tr>
</table>
routing by layer:
metal,wire length [um],GRT usage [%],up-vias
met5,2130,11.3,-
met4,20700,22.4,65
met3,57900,35.6,1103
met2,112000,51.1,4350
met1,80400,42.3,22000
li1,-,-,17100
worst max path at each step:
| stage | to | start | slack (ns) | depth (start not counted) |
|---|---|---|---|---|
| after CTS | regs2id_rs1_data_o[0] | id2regs_rs1_addr_i[4] | 1.41 | 8 |
| final | regs2id_rs1_data_o[11] | mem2regs_rd_i[3] | 1.12 | 8 |
| after global routing | regs2id_rs1_data_o[20] | id2regs_rs1_addr_i[4] | 1.21 | 7 |
critical path, stage by stage:
cell             delay [ns]
clkdlybuf4s50_1        0.68
xor2_1                 0.20
nor2_1                 0.10
nand4_1                0.53
nand2_2                0.71
buf_4                  0.47
o31ai_1                0.84
clkdlybuf4s50_1        0.62
cells by family after synthesis:
family	synth area share, %
flip-flops	51.7
other	0.00637
XOR/XNOR	0.298
buffers and inverters	4.88
AND/OR/NAND/NOR	3.38
multiplexers	20.1
AND-OR/OR-AND	19.7
Yosys cell counts (all sizes together), types with 33 or more instances:
cell and count:
a32oi 45, clkbuf 416, nand3b 39, nand2 64
mux2 74, mux2i 76, buf 255, o22ai 101
mux4 454, a22oi 101, a22o 998, nand3 33
nor2 102, edfxtp 992
report_power, final:
group	switching [mW]	total, mW	internal [mW]
sequential	0.134	5.77	5.63
combinational	1.14	1.83	0.697
clock	2.05	4.77	2.71
total	3.32	12.4	9.04
through the flow:
step	hold WS, ns	cells
final	2.04	5996
after global routing	2.07	5995
after CTS	2.00	5986
after detailed placement	2.81	5774
after global placement	2.81	5774
after floorplan	2.16	4099
layout make-up:
| type | instances | area share (%) |
|---|---|---|
| Antenna cell | 10 | 0.0377 |
| Clock buffer | 163 | 4.69 |
| Clock inverter | 49 | 0.779 |
| Inverter | 3 | 0.0170 |
| Multi-Input combinational cell | 2401 | 39.5 |
| Sequential cell | 1024 | 45.8 |
| Tap cell | 1917 | 3.61 |
| Timing Repair Buffer | 429 | 5.55 |
cell usage in the layout (no fill, tap or decap), types with 9 or more instances in the layout:
cell type        count
nor2_4              61
a32oi_1             45
o32ai_1             10
bufinv_16            9
diode_2             10
clkdlybuf4s50_1    142
o31ai_1             13
xnor2_1             16
mux2_2              74
clkinv_1            17
a22oi_1            101
edfxtp_1           992
and4_1              28
nand3_1             33
buf_4              272
nand3b_1            39
o22ai_1            101
clkbuf_1            40
clkinv_2            13
nand2_1             63
o21ai_0             19
mux2i_1             76
a221o_1             19
a21oi_1             12
o221ai_1            10
o41ai_1             24
nor2_1              39
and3_1              25
clkbuf_16          113
clkbuf_8            10
a22o_1             998
dfxtp_1             32
mux4_2             454
conb_1              32
Power figures rest on the tool's default switching activity, not on a simulated workload.
