$ cat /design/flow/design.v
module DFF #(
    parameter WD = 32
)(
    input wire clk,
    input wire rest,
    input wire[WD-1:0] default_rest,
    input wire[WD-1:0] D,
    output reg[WD-1:0] Q,
    input wire dff_refresh_flag_i
);
    always@(posedge clk) begin
        if ((rest == 1'b0) || (dff_refresh_flag_i == 1'b1)) begin
            Q <= default_rest;
        end else begin
            Q <= D;
        end
    end
 endmodule
module IDEXU(
    input wire clk,
    input wire rest,
    input wire[31:0] id2idex_source1_i,
    input wire[31:0] id2idex_source2_i,
    input wire[31:0] id2idex_ins_i,
    input wire[31:0] id2idex_addr_i,
    input wire[4:0] id2idex_rd_addr_i,
    input wire[6:0] id2idex_opcode_i,
    input wire[4:0] id2idex_rd_i,
    input wire[4:0] id2idex_rs1_i,
    input wire[4:0] id2idex_rs2_i,
    input wire[2:0] id2idex_funct3_i,
    input wire[31:0] id2idex_imm_i_i,
    input wire[31:0] id2idex_imm_sb_i,
    input wire[31:0] id2idex_imm_uj_i,
    input wire[31:0] id2idex_imm_s_i,
    output wire[31:0] idex2ex_source1_o,
    output wire[31:0] idex2ex_source2_o,
    output wire[31:0] idex2ex_id_ins_o,  
    output wire[31:0] idex2ex_addr_o,
    output wire[4:0] idex2ex_rd_addr_o,
    output wire[6:0] idex2ex_opcode_o,
    output wire[4:0] idex2ex_rd_o,
    output wire[4:0] idex2ex_rs1_o,
    output wire[4:0] idex2ex_rs2_o,
    output wire[2:0] idex2ex_funct3_o,
    output wire[31:0] idex2ex_imm_i_o,
    output wire[31:0] idex2ex_imm_sb_o,
    output wire[31:0] idex2ex_imm_uj_o,
    output wire[31:0] idex2ex_imm_s_o,
    input wire cu2_refresh_flag_i
);
    wire refresh_flag;
    assign refresh_flag = (cu2_refresh_flag_i == 1'b1) ? 1'b1 : 1'b0;
    DFF #(32) u_DFF_1 (clk, rest, 32'b0, id2idex_source1_i, idex2ex_source1_o, refresh_flag);
    DFF #(32) u_DFF_2 (clk, rest, 32'b0, id2idex_source2_i, idex2ex_source2_o, refresh_flag);
    DFF #(32) u_DFF_3 (clk, rest, 32'b0, id2idex_ins_i, idex2ex_id_ins_o, refresh_flag);
    DFF #(32) u_DFF_4 (clk, rest, 32'b0, id2idex_addr_i, idex2ex_addr_o, refresh_flag);
    DFF #(5 ) u_DFF_5 (clk, rest, 5'b0, id2idex_rd_addr_i, idex2ex_rd_addr_o, refresh_flag);
    DFF #(7 ) u_DFF_6  (clk, rest, 7'b0, id2idex_opcode_i, idex2ex_opcode_o, refresh_flag);
    DFF #(5 ) u_DFF_7  (clk, rest, 5'b0, id2idex_rd_i, idex2ex_rd_o, refresh_flag);
    DFF #(5 ) u_DFF_8  (clk, rest, 5'b0, id2idex_rs1_i, idex2ex_rs1_o, refresh_flag);
    DFF #(5 ) u_DFF_9  (clk, rest, 5'b0, id2idex_rs2_i, idex2ex_rs2_o, refresh_flag);
    DFF #(3 ) u_DFF_10 (clk, rest, 3'b0, id2idex_funct3_i, idex2ex_funct3_o, refresh_flag);
    DFF #(32) u_DFF_11 (clk, rest, 32'b0, id2idex_imm_i_i, idex2ex_imm_i_o, refresh_flag);
    DFF #(32) u_DFF_12 (clk, rest, 32'b0, id2idex_imm_sb_i, idex2ex_imm_sb_o, refresh_flag);
    DFF #(32) u_DFF_13 (clk, rest, 32'b0, id2idex_imm_uj_i, idex2ex_imm_uj_o, refresh_flag);
    DFF #(32) u_DFF_14 (clk, rest, 32'b0, id2idex_imm_s_i, idex2ex_imm_s_o, refresh_flag);
endmodule
$ cat /design/flow/run.sh
#!/bin/bash
# OpenROAD 26Q1-2900-gdf79404cd8, Yosys 0.63+post, stock flow scripts
make -C /OpenROAD-flow-scripts/flow DESIGN_CONFIG=/design/flow/config.mk WORK_HOME=/design/flow/orfs finish
$ cat /design/flow/constraint.sdc
current_design IDEXU

set clk_period 1.0
set clk_io_pct 0.2

create_clock -name clk0 -period $clk_period [get_ports {clk}]

set non_clock_inputs [all_inputs -no_clocks]
set_input_delay [expr $clk_period * $clk_io_pct] -clock clk0 $non_clock_inputs
set_output_delay [expr $clk_period * $clk_io_pct] -clock clk0 [all_outputs]
$ cat /design/flow/config.mk
export PLATFORM = sky130hd
export DESIGN_NAME = IDEXU
export DESIGN_NICKNAME = IDEXU
export VERILOG_FILES = /design/flow/design.v
export SDC_FILE = /design/flow/constraint.sdc
export NUM_CORES = 4
export LEC_CHECK = 1
export CORE_AREA = 10 10 259 259
export DIE_AREA = 0 0 269 269
==> flow_metrics.tcl <==
# implementation run metrics
set metrics [dict create \
    cts-root-buf "clkbuf_16" \
    dp_hpwl_mm 29.15 \
    synth_warnings 4 \
    relSlewSlack 0.7887 \
    critPathMaxFanout 1 \
    syn_inst 635 \
    clk_transition_reported_paths_ns 0.06 \
    syn_avg_cell_area_um2 13.44 \
    final_layout_size_suffix_gt1_frac 0.3582 \
    ys_types 4 \
    vias 6985 \
    hold_viol_final 0 \
    p_leak_nw 7.768 \
    holdPathStages 3 \
    fin_crit_sh 1.294 \
    setup_viol 286 \
    synthTopCellsByArea "dfxtp_1 (67%), and3b_1 (29%), buf_2 (3.2%)" \
    path_cells "buf_6" \
    antenna_left 0 \
    drt_pass1_iterations 4 \
    wl_mm 36.81 \
    whs_endpoint "u_DFF_10.Q[2]$_SDFF_PP0_" \
    vias_per_cell 3.378 \
    wl_per_cell_um 17.80 \
    status "finished with violations" \
    lay_top_cells "and3b_1 (286), clkdlybuf4s50_1 (286), buf_2 (261), dfxtp_1 (214), dfxtp_2 (61)" \
    rows 91 \
    fp.dieW_um 269 \
    area_growth_pct 79.71 \
    tightest_slew_ns 0.3169 \
    maxCapViolations 0 \
    grt_pass1_wl_mm 50.71 \
    ys.flops 286 \
    irDropWorstVdd_mv 1.213 \
    drc 0 \
    antenna-diode-count 0 \
    io_pins 575 \
    criticalPathCategory "reg2out" \
    cpLargestDelayFamily "flip-flops" \
    cpPeakStageDelay_ns 0.41 \
    violations "negative setup slack" \
    fin_ws_ns -0.2936 \
    grt.total_usage 0.09511 \
    clockBufferDepth 3 \
    fin_util 0.2490 \
    grt_antenna_before_repair 4 \
    warning_count 27 \
    top_area_cell "dfxtp_1" \
    drv_slew 0 \
    fp-utilization 0.1386 \
    yosysChipArea_mm2 0.008536 \
    cts_buffers 31 \
    grt_start_max_net_pins 83 \
    endpoint_kind "output pin" \
    hold_start "cu2_refresh_flag_i" \
    startpoint_type "register" \
    io_buffers 574 \
    hp-class "in2reg" \
    grt_pass1_vias 7437 \
    fmax_ghz 0.7730 \
    core_mm2 0.06160 \
    place.gp.congestion 0.8990 \
    grt-ovfl-total 0 \
    synth_seq_share 0.6708 \
    h-tree-depth 1 \
    cp_num_buf_inv 1 \
    yosysCellCount 635 \
    synthesis.area_mm2 0.008536 \
    die_h_um 269 \
    crit_arrival_ns 1.09 \
    initialDrtViolationCount 242 \
    die_area_mm2 0.07236 \
    top_cell_area_share 0.6708 \
    cts_tree "yes" \
    cpMaxStageDelayCell "dfxtp_4" \
    worstPathRequired_ns 0.80 \
    cts.sinks 286 \
    p_per_area_mw_per_mm2 1742 \
    finalPower_mw 26.71 \
    fin_crit_ns 1.294 \
    grt_setup_unrepaired "true" \
]
-- power breakdown --
part           internal (mW)  switching (mW)  total (mW)
Sequential              11.9           0.138        12.0
Clock                   7.53            4.66        12.2
Combinational           1.77           0.757        2.52
-- logic make-up after synthesis --
group,share of synthesized area
buffers and inverters,0.03577
AND/OR/NAND/NOR,0.2935
flip-flops,0.6708
-- worst max-delay path by stage --
stage	cells past startpoint	start	slack, ns	endpoint
4_1_cts	1	u_DFF_4.Q[31]$_SDFF_PP0_	-0.36	idex2ex_addr_o[31]
5_1_grt	1	u_DFF_6.Q[6]$_SDFF_PP0_	-0.37	idex2ex_opcode_o[6]
6_report	1	u_DFF_6.Q[6]$_SDFF_PP0_	-0.29	idex2ex_opcode_o[6]
-- cell type report --
type	instances	area [um^2]
timing repair buffer	602	4836
multi-input combinational	286	2505
fill	6455	46260
clock inverter	15	211.5
sequential	286	5843
clock buffer	42	897.1
tap	837	1047
-- layer usage --
layer  part of all wire  up-vias  GRT usage
met5            0.00073        -          0
met4              0.022        4    0.01898
met3               0.14       47    0.04633
met2               0.48      404     0.1645
met1               0.36     3215     0.1044
li1                   -     3315          -
-- per-stage QoR --
stage | area [um^2] | std cells | TNS [ns] | setup WS, ns | hold slack (ns)
final | 15340 | 2068 | -49.01 | -0.2936 | 0.1380
after detailed placement | 15380 | 2010 | -7.524 | -0.3177 | 0.6046
after CTS | 15210 | 2068 | -63.31 | -0.3584 | 0.09337
after floorplan | 8536 | 635 | 0 | 0.1150 | 0.3640
after global placement | 15380 | 2010 | -8.312 | -0.3307 | 0.6108
after global routing | 15340 | 2068 | -64.12 | -0.3743 | 0.1157
-- synthesized netlist by cell type (all sizes together) --
library cell	instances
and3b	286
buf	55
clkbuf	8
dfxtp	286
-- what timing repair did --
item / in CTS / in global routing
hold buffers: 1 / 0
buffers inserted: 0 / 0
hold endpoints to repair: 3 / 0
pin swaps: 0 / 0
setup endpoints to repair: 286 / 286
resized: 1027 / 43
-- sequential cells by signal, indices dropped and copies added (netlist names) --
| name | count |
|---|---|
| u_DFF_1.Q | 32 |
| u_DFF_10.Q | 3 |
| u_DFF_11.Q | 32 |
| u_DFF_12.Q | 32 |
| u_DFF_13.Q | 32 |
| u_DFF_14.Q | 32 |
| u_DFF_2.Q | 32 |
| u_DFF_3.Q | 32 |
| u_DFF_4.Q | 32 |
| u_DFF_5.Q | 5 |
| u_DFF_6.Q | 7 |
| u_DFF_7.Q | 5 |
| u_DFF_8.Q | 5 |
| u_DFF_9.Q | 5 |
Power and IR drop assume default switching activity.
